--- flow/run.sh ---
#!/bin/bash
# OpenROAD 26Q1-2900-gdf79404cd8, Yosys 0.63+post, stock flow scripts
make -C /OpenROAD-flow-scripts/flow DESIGN_CONFIG=/design/flow/config.mk WORK_HOME=/design/flow/orfs finish
--- flow/config.mk ---
export PLATFORM = sky130hd
export DESIGN_NAME = kogge_adder_8bit
export DESIGN_NICKNAME = kogge_adder_8bit
export VERILOG_FILES = /design/flow/design.v
export SDC_FILE = /design/flow/constraint.sdc
export NUM_CORES = 4
export LEC_CHECK = 1
export CORE_AREA = 10 10 70 70
export DIE_AREA = 0 0 80 80
--- flow/constraint.sdc ---
current_design kogge_adder_8bit

set clk_period 1.8
set clk_io_pct 0.2

create_clock -name clk0 -period $clk_period

set non_clock_inputs [all_inputs -no_clocks]
set_input_delay [expr $clk_period * $clk_io_pct] -clock clk0 $non_clock_inputs
set_output_delay [expr $clk_period * $clk_io_pct] -clock clk0 [all_outputs]
--- flow/design.v ---
`timescale 1ns / 1ps
module kogge_adder_8bit(input [7:0] a,
    input [7:0] b,
    input cin,
    output cout,
    output  [8:0] sum
    );
    wire [7:0] p,y,g,cg,cp,ccg,ccp,cccp,cccg,c;
    assign p=a^b;
    assign g = a & b;
    assign cp[0]=p[0], 
    cp[1]=p[1]&p[0],
    cp[2]=p[2]&p[1],
    cp[3]=p[3]&p[2],
    cp[4]=p[4]&p[3],
    cp[5]=p[5]&p[4],
    cp[6]=p[6]&p[5],
    cp[7]=p[7]&p[6];
    assign cg[0]=g[0],
           cg[1]=g[1]|(p[1]&g[0]),
           cg[2]=g[2]|(p[2]&g[1]),
           cg[3]=g[3]|(p[3]&g[2]),
        cg[4]=g[4]|(p[4]&g[3]),
         cg[5]=g[5]|(p[5]&g[4]),
        cg[6]=g[6]|(p[6]&g[5]), cg[7]=g[7]|(p[7]&g[6]);       
    assign ccp[1]=cp[1],ccp[0]=cp[0],ccp[2]=cp[2]&cp[1],
            ccp[3]=cp[2]&cp[3],ccp[4]=cp[4]&cp[3],ccp[5]=cp[5]&cp[4],
            ccp[6]=cp[6]&cp[5],ccp[7]=cp[7]&cp[6];
    assign ccg[0]=cg[0],ccg[1]=cg[1],ccg[2]=cg[2]|(cp[2]&cg[1]),ccg[3]=cg[3]|(cp[3]&cg[2]),
    ccg[4]=cg[4]|(cp[4]&cg[3]),ccg[5]=cg[5]|(cp[5]&cg[4]),ccg[6]=cg[6]|(cp[6]&cg[5]),
        ccg[7]=cg[7]|(cp[7]&cg[6]);
    assign cccp[0]=ccp[0],cccp[1]=ccp[1],cccp[2]=ccp[2],cccp[3]=ccp[3],
     cccp[4]=ccp[4]&ccp[3], cccp[5]=ccp[5]&ccp[4], cccp[6]=ccp[6]&ccp[5],
      cccp[7]=ccp[7]&ccp[6];
    assign cccg[0]=ccg[0],cccg[1]=ccg[1],cccg[2]=ccg[2],cccg[3]=ccg[3],
     cccg[4]=ccg[4]|(ccp[4]&ccg[3]), cccg[5]=ccg[5]|(ccp[5]&ccg[4]),
      cccg[6]=ccg[6]|(ccp[6]&ccg[5]), cccg[7]=ccg[7]|(ccp[7]&ccg[6]);
    assign c=cccg;
    assign y[0]=p[0]^cin, y[1]=p[1]^c[0],y[2]=p[2]^c[1],y[3]=p[3]^c[2],
    y[4]=p[4]^c[3],y[5]=p[5]^c[4],y[6]=p[6]^c[5],y[7]=p[7]^c[6];
    assign cout = c[7];
  assign sum={cout,y};
endmodule
==> impl.org <==
* Implementation run

** Outcome
- The run finished with clean final reports.

** Placement
- For this run the detailed placement stage logged an HPWL of 959.3 um.
- After its last routability iteration, the placer logged a weighted congestion of 0.7837.
- The number of placed instances, taps included, is 118.
- Port bufs :: 27

** Final layout
- Tally of clock buffers in the finished layout :: 0
- The sequential cells in the finished layout cover a total of 0 um2.
- The layout has 372 filler cells.
- The finished layout holds 121 standard cells, fillers aside.
- The post-route netlist has 73.33% of its cells at a drive strength greater than 1.
- Per the cell usage report, the commonest logic cells after layout are buf_2, buf_4, ha_4, buf_6, a21oi_2.
- In this run the layout overhead on the synthesized area is reported as 163.0%.
- Seq_cells :: 0
- Among logic cells in the layout, the one with the most instances is buf_2.
- Post-Route Utilization :: 23.70%

** Detailed routing
- Per the detail_route report, vias per standard cell equal 3.322.
- WL/cell :: 9.959 um
- Router iterations before antenna repair :: 2
- The routed layout reports a DRC error count of 0.
- The routed layout has 402 vias.
- In the routed netlist, the antenna diode instances number 0.
- The wire length recorded after detailed routing is 1.205 mm.
- The count of nets left with antenna violations once routing finished came out at 0.
- DR iter-0 viols :: 11

** Job
- The number of maximum-capacitance violations recorded for the run is 0.
- Tool Warnings :: 34

** Synthesis
- Post-synth seq share :: 0%
- In the post-synthesis netlist, the biggest area contributors are ha_1, xnor2_1, a21oi_1.
- Post-Synthesis Mean Instance Area :: 8.319 um2
- Yosys reports a chip area of 307.8 um2.
- Number of warnings reported in the yosys synthesis log :: 0
- Netlist area before placement :: 307.8 um2
- Library cells used by synthesis :: 14
- Cell count after synthesis :: 37
- The synth_stat.txt file lists the number of cells as 37.
- After synthesis, the largest area contributor takes up 32.52% of total cell area.
- Yosys top cell by area :: ha_1

** Floorplanning
- Horizontal extent of the die :: 80 um
- The total area inside the core boundary comes to 0.003416 mm2.
- According to the floorplan log, the row count is 21.
- The die is 80 um tall.
- Pin placement for this block handled 27 I/O pins.
- Initial core utilization :: 9.011%
- Per the OpenROAD floorplan log, the area of the die is 0.006400 mm2.

** Final timing
- RSZ-0062 raised after global routing :: yes
- From the final report, the count of setup violators was given as 0.
- Minimum clock period :: 1.797 ns
- Actual slew at the worst max-slew pin :: 0.1519 ns
- Relative slew slack :: 89.88%
- Based on the critical path, the design can be clocked at up to 0.5566 GHz.
- Crit share post-route :: 99.81%
- Counting pins that exceed their max-slew limit in the final report gives 0.
- In the final report, the number of hold violations comes to 0.

** Worst hold path
- The worst hold path passes through 5 cells.
- Hold-critical path endpoint :: sum[2]
- Start point of the worst hold path :: a[2]
- Note that the worst hold path type here is input port to output pin.

** Global route
- Number of antenna violations at the first check in global routing :: 0
- Pin count of the biggest net entering global routing :: 4
- Overall fraction of global-route tracks in use :: 3.470%
- Global-route wire length before repair :: 1.828 mm
- Vias in the first global route :: 413
- Residual overflow from global routing :: 0

** Setup path
- STA classifies the critical path endpoint as an output pin.
- Arrival time of data at the critical path endpoint :: 1.44 ns
- Data required time of the worst path :: 1.44 ns
- Largest fanout of any net on the critical path :: 2
- Startpoint-to-endpoint class of the critical path :: input port to output pin
- Startpoint Class :: input port

** Pwr
- Leak pwr :: 0.3724 nW
- Per the power-grid run, VDD falls by no more than 0.0001486 V.
- Power per Cell Area :: 316.2 mW/mm2
- Power comes to 0.2559 mW.
[cells in the mapped netlist]
cell type	count
o21ba_2	1
o21bai_1	1
or3_1	1
a41oi_2	1
xor2_1	1
inv_1	6
ha_1	8
a21oi_1	5
a21o_1	3
nand2_1	1
fa_1	1
buf_4	1
nand3_1	1
xnor2_1	6
[metrics by stage]
stage | hold slack [ns] | TNS, ns | setup slack, ns | instance area, um2
2_1_floorplan | 0.7452 | 0 | 0.1823 | 307.8
3_3_place_gp | 1.658 | -6.486 | -0.8074 | 695.7
3_5_place_dp | 1.662 | -6.517 | -0.8171 | 695.7
4_1_cts | 1.193 | -0.05543 | -0.03334 | 767.0
5_1_grt | 1.201 | -0.1408 | -0.09056 | 809.5
6_report | 1.169 | 0 | 0.003479 | 809.5
[worst max-delay path, stage by stage]
cell and delay (ns):
buf_6 0.07, ha_4 0.12, inv_2 0.03, fa_2 0.38
inv_1 0.06, a21o_1 0.11, a21oi_2 0.05, xnor2_1 0.12
buf_2 0.12
[worst max path at each step]
stage	from	endpoint	slack, ns	cells after the start
after CTS	b[0]	sum[3]	-0.03	9
after global routing	b[0]	sum[3]	-0.09	9
final	b[0]	sum[3]	0.003	9
[area by class of cell]
| cell class | count | area [um2] | area share [%] |
|---|---|---|---|
| Inverter | 6 | 22.52 | 2.782 |
| Tap cell | 46 | 57.56 | 7.110 |
| Timing Repair Buffer | 39 | 301.5 | 37.25 |
| Multi-Input combinational cell | 30 | 427.9 | 52.86 |
[power by group]
part           switching, mW  leakage, nW  internal [mW]
Clock                      0            0              0
Combinational         0.0915        0.372          0.164
Sequential                 0            0              0
Total                 0.0915        0.372          0.164
[metal layers]
metal	GRT usage, %	share of wire [%]	routed length, um	up-vias
li1	-	-	-	203
met1	5.036	50	603	172
met2	3.852	27	322	27
met3	2.955	23	278	0
met4	0	0	0	0
met5	0	0	0	-
[cell families (layout without fill, tap and decap cells)]
logic type               Yosys count  in the layout  share of synthesized area [%]
AND-OR/OR-AND                     11             11                          26.42
adder cells (fa/ha/maj)            9              9                          39.03
XOR/XNOR                           7              7                          19.92
buffers and inverters              7             45                          9.756
AND/OR/NAND/NOR                    3              3                          4.877
[repair_timing]
item,in CTS,in global routing
pin swaps,27,15
setup buffers,3,0
gates resized,98,14
cloned,0,0
hold buffers,0,0
endpoints found under the setup margin,10,9
Power figures rest on the tool's default switching activity, not on a simulated workload.
