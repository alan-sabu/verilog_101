$ cat design/flow/design.v
`timescale 1ns / 1ps
module SerialAdd(
    input a,
    input b,
      input clk,
    input reset,
    output reg c_out,
    output reg [3:0] s_out
    );
    reg s,c,en;
    always @(posedge clk, posedge reset)
    begin
        if(reset==1)begin
         s=0;
         c_out=0;
         en=0;
         s_out=4'b0;
        end
            else begin
            if(en==0)begin
                c=0;
                en=1;
                end
            s=a^b^c;
            c=(a&b)|(c&b)|(a&c);
            s_out={s,s_out[3:1]};
            c_out=c;
            end
    end
endmodule
$ cat design/flow/run.sh
#!/bin/bash
# OpenROAD 26Q1-2900-gdf79404cd8, Yosys 0.63+post, stock flow scripts
make -C /OpenROAD-flow-scripts/flow DESIGN_CONFIG=/design/flow/config.mk WORK_HOME=/design/flow/orfs finish
$ cat design/flow/config.mk
export PLATFORM = sky130hd
export DESIGN_NAME = SerialAdd
export DESIGN_NICKNAME = SerialAdd
export VERILOG_FILES = /design/flow/design.v
export SDC_FILE = /design/flow/constraint.sdc
export NUM_CORES = 4
export LEC_CHECK = 1
export CORE_AREA = 10 10 70 70
export DIE_AREA = 0 0 80 80
$ cat design/flow/constraint.sdc
current_design SerialAdd

set clk_period 1.2
set clk_io_pct 0.2

create_clock -name clk0 -period $clk_period [get_ports {clk}]

set non_clock_inputs [all_inputs -no_clocks]
set_input_delay [expr $clk_period * $clk_io_pct] -clock clk0 $non_clock_inputs
set_output_delay [expr $clk_period * $clk_io_pct] -clock clk0 [all_outputs]
==> impl_metrics.env <==
# implementation run metrics
export IMPL_vias_per_cell=1.84
export IMPL_worstSetupPathDepth=4
export IMPL_netlist_top_cell_by_area="sky130_fd_sc_hd__dfrtp_1"
export IMPL_first_global_vias=155
export IMPL_period_used_pct=97.0
export IMPL_critical_path_cell_chain="clkdlybuf4s50_1 > inv_1 > fa_1 > inv_1"
export IMPL_edf_count=1
export IMPL_cts_buffer_count=3
export IMPL_flop_cell="sky130_fd_sc_hd__dfrtp_1"
export IMPL_antenna_cells=0
export IMPL_cap_viol_max_count=0
export IMPL_worstHoldPathType="input pin to async pin"
export IMPL_drc_errors=0
export IMPL_io_buffer_count=8
export IMPL_synth_stat_cells=15
export IMPL_setup_repair_after_global_routing_missed_its_margin="no"
export IMPL_dieArea_sq_um=6400
export IMPL_share_of_post_route_cells_with_drive_strength_above_1_pct=20.0
export IMPL_tool_warnings=25
export IMPL_placed_cell_area_sq_um=372
export IMPL_grt_pass1_wl_um=710
export IMPL_crit_family="buffers and inverters"
export IMPL_min_period_ps=1160
export IMPL_ios=9
export IMPL_grtUsageTotal_pct=1.47
export IMPL_numSynthFlops=7
export IMPL_placement_rows=21
export IMPL_yosys_warnings=1
export IMPL_synth_area_top_cells="sky130_fd_sc_hd__dfrtp_1 (66%), sky130_fd_sc_hd__edfxtp_1 (13%), sky130_fd_sc_hd__fa_1 (8.8%), sky130_fd_sc_hd__inv_1 (8.3%), sky130_fd_sc_hd__conb_1 (1.7%)"
export IMPL_cp_data_arrival_time_ps=1300
export IMPL_timing_clock_skew_ps=5.10
export IMPL_report_final_slew_viol_count=0
export IMPL_finalWirelength_um=461
export IMPL_path_max_fanout=1
export IMPL_detail_route_iter0_violations=12
export IMPL_power_leakage_nw=0.189
export IMPL_synthDominantCellAreaShare_pct=66.3
export IMPL_clk_root_buffer_cell="sky130_fd_sc_hd__clkbuf_4"
export IMPL_syn_avg_cell_area_sq_um=15.1
export IMPL_most_frequent_cell_on_the_critical_path="sky130_fd_sc_hd__inv_1"
export IMPL_delay_contributed_by_the_slowest_stage_of_the_critical_path_ps=520
export IMPL_mappedNetlistArea_sq_um=226
export IMPL_setup_worst_path_start_class="input pin"
export IMPL_nature_of_the_critical_path_endpoint="flip-flop"
export IMPL_area_delta_synth_final_pct=79.6
export IMPL_fp_dieH_um=80
export IMPL_route_vias_total=140
export IMPL_syn_inst=15
export IMPL_outcome="finished clean"
export IMPL_timing_setup_critical_path_class="input pin to flip-flop"
export IMPL_critical_path_buf_inv_count=3
export IMPL_commonest_cells_in_the_synthesized_netlist="sky130_fd_sc_hd__dfrtp_1 (6), sky130_fd_sc_hd__inv_1 (5)"
export IMPL_clkLatencyLatePin_ps=250
export IMPL_power_density_cell_area_nw_per_um2=1370
export IMPL_vdd_ir_drop_max_mv=0.305
export IMPL_clk_pin_slew_ps=50
export IMPL_die_w_um=80
export IMPL_grt_start_max_net_pins=7
export IMPL_yosysSeqAreaShare_pct=79.6
export IMPL_yosys_cell_count_top_type="sky130_fd_sc_hd__dfrtp_1"
export IMPL_routability_cong=0.755
export IMPL_antenna_found_initial=0
export IMPL_post_drt_wl_per_cell_um=6.07
export IMPL_timing_critical_path_required_ps=1340
export IMPL_finalSetupViolCount=0
export IMPL_final_seq_area_sq_um=180
export IMPL_power_w=0.000558
export IMPL_drtAntennaViolNets=0
export IMPL_htreeDepth=1
export IMPL_logic_cell_area_sq_um=27.5
export IMPL_ff2ff_path_depth=3
export IMPL_hold_viol=0
export IMPL_core_area_sq_um=3420
export IMPL_fmax_ghz=0.859
export IMPL_timing_reg2reg_setup_slack_ps=180
export IMPL_num_fill_cells=394
export IMPL_sink_count=7
export IMPL_yosysUniqueCellTypes=6
export IMPL_cpMaxStageDelayCell="sky130_fd_sc_hd__fa_1"
export IMPL_tritoncts="built"
export IMPL_initCoreUtil_pct=6.63
export IMPL_final_area_sq_um=407
export IMPL_drt_first_pass_iters=2
export IMPL_cts_path_max_buffers=2
export IMPL_ys_async_sr_fraction_pct=85.7
export IMPL_synth_area_yosys_sq_um=226
export IMPL_globalRoute_totalOverflow=0
export IMPL_dpl_hpwl_um=369
## area by class of cell
class | count | share of cell area (%)
sequential | 7 | 44.3
timing repair buffer | 11 | 23.7
tap | 46 | 14.2
multi-input combinational | 3 | 6.77
clock buffer | 4 | 6.46
inverter | 5 | 4.62
## worst reg2reg max path, stage by stage, from the launching register on
cell and delay (ps):
sky130_fd_sc_hd__dfrtp_1 320, sky130_fd_sc_hd__nand2_1 80, sky130_fd_sc_hd__fa_1 480, sky130_fd_sc_hd__inv_1 40
## cells in the final DEF (no fill, tap or decap)
master and n:
sky130_fd_sc_hd__buf_4 3, sky130_fd_sc_hd__clkbuf_1 1, sky130_fd_sc_hd__clkbuf_4 3, sky130_fd_sc_hd__clkdlybuf4s50_1 3, sky130_fd_sc_hd__conb_1 1, sky130_fd_sc_hd__dfrtp_1 6
sky130_fd_sc_hd__dlygate4sd2_1 5, sky130_fd_sc_hd__edfxtp_1 1, sky130_fd_sc_hd__fa_1 1, sky130_fd_sc_hd__inv_1 5, sky130_fd_sc_hd__nand2_1 1
## routing by layer
layer / track usage [%] / vias to the layer above / wire, um
met4: 0.352 / 0 / 0
met1: 1.90 / 59 / 241
met2: 1.36 / 13 / 124
met5: 0 / - / 0
met3: 1.82 / 0 / 96
li1: - / 68 / -
## logic make-up (layout without fill, tap and decap cells)
kind of cell  Yosys count  count (layout)  synth area share (%)
fa+ha+maj               1               1                  8.84
buf+inv                 5              20                  8.29
flops                   7               7                  79.6
simple gates            1               1                  1.66
other cells             1               1                  1.66
## flip-flops by register name, summed over array words and instances, names as in the netlist
name	cells
c	1
c_out	1
en	1
s_out	4
## timing repair
item / in CTS / in global routing
setup buffers: 2 / 0
hold buffers: 0 / 0
gates resized: 5 / 0
setup endpoints to repair: 5 / 0
## worst paths after layout
check / to / startpoint
min reg2reg: s_out[2] / s_out[3]
min: s_out[0] / reset
min in group clk0: s_out[2] / s_out[3]
max in group asynchronous: en / reset
max: s_out[3] / a
max reg2reg: s_out[3] / en
## per-stage QoR
step	hold slack (ps)	TNS (ps)	cells	util [%]	setup slack [ps]
finish	290	0	76	11.9	35.5
global route	305	0	76	11.9	26.1
CTS	286	0	76	11.9	35.8
detailed placement	359	-514	70	10.9	-227
global placement	361	-478	70	10.9	-220
floorplan	42.6	0	15	-	233
## power breakdown
part	internal (W)	switching, W	leakage, nW
Combinational	0.0000489	0.0000198	0.0930
Clock	0.000127	0.0000818	0.0150
Sequential	0.000270	0.0000107	0.0807
Power is estimated from default activity; no workload was simulated.
