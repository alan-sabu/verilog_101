## /design/flow/config.mk

```make
export PLATFORM = sky130hd
export DESIGN_NAME = counter_4bit
export DESIGN_NICKNAME = counter_4bit
export VERILOG_FILES = /design/flow/design.v
export SDC_FILE = /design/flow/constraint.sdc
export NUM_CORES = 4
export LEC_CHECK = 1
export CORE_AREA = 10 10 70 70
export DIE_AREA = 0 0 80 80
```

## /design/flow/constraint.sdc

```tcl
current_design counter_4bit

set clk_period 1.0
set clk_io_pct 0.2

create_clock -name clk0 -period $clk_period [get_ports {clk}]

set non_clock_inputs [all_inputs -no_clocks]
set_input_delay [expr $clk_period * $clk_io_pct] -clock clk0 $non_clock_inputs
set_output_delay [expr $clk_period * $clk_io_pct] -clock clk0 [all_outputs]
```

## /design/flow/design.v

```verilog
`timescale 1ns / 1ps
module counter_4bit(
    output [3:0] y,
    input t,
    input clk,
    input rst,
    input mode
    );
    wire [3:0] ybar;
    wire [3:0] x;
        T_ff T1(t,clk,rst,y[0],ybar[0]);
        assign x[0]=mode^y[0];
        T_ff T2(t,x[0],rst,y[1],ybar[1]);
        assign x[1]=mode^y[1];
        T_ff T3(t,x[1],rst,y[2],ybar[2]);
        assign x[2]=mode^y[2];
        T_ff T4(t,x[2],rst,y[3],ybar[3]); 
endmodule
`timescale 1ns / 1ps
module T_ff(
    input t,
    input clk,
    input rst,
    output q,
    output qbar
    );
    reg q,qbar;
    initial q=0;
    always@(negedge clk)
    begin
    if(!rst)
    begin
    q<=0;
    end
    else
    begin 
        if (t==1)
            begin  
            q=~q;
            end
        else 
            begin   
            q=q;
            end
        qbar=~q;
    end
    end
    endmodule
```

## /design/flow/run.sh

```bash
#!/bin/bash
# OpenROAD 26Q1-2900-gdf79404cd8, Yosys 0.63+post, stock flow scripts
make -C /OpenROAD-flow-scripts/flow DESIGN_CONFIG=/design/flow/config.mk WORK_HOME=/design/flow/orfs finish
```

==> impl.org <==
#+TITLE: Physical design notes

** CTS
- The later pin in the worst-skew pair is clocked with a latency of 0.03 ns.
- Post-CTS Setup Inserts :: 0
- Clock edge transition at the registers on the reported setup and hold paths :: 0.03 ns
- Post-CTS Hold Fix Bufs :: 0

** Synthesis
- The share of the Yosys chip area taken by registers is 0.400.
- Per the synthesis report, the number of distinct cell types is 6.
- By area the synthesized netlist is led by sky130_fd_sc_hd__dfxtp_1 (40%), sky130_fd_sc_hd__xor2_1 (18%), sky130_fd_sc_hd__buf_4 (15%).
- Average size of a mapped cell :: 10.0 sq um
- Registers, synthesis :: 4
- The cell area that synthesis handed to floorplanning was 200 sq um.
- Synthesized chip area reported by yosys :: 200 sq um
- The synthesized instance count is 20.
- Area leader, netlist :: sky130_fd_sc_hd__dfxtp_1
- For this run, the number of Yosys warnings is 1.
- After synthesis, the design contains 20 cells according to Yosys.
- Dominant cell area share :: 0.400

** Timing
- Endpoints left unconstrained :: 6
- Register pins left without a clock :: 3
- Setup repair after global routing could not meet its margin everywhere.
- The final hold violation count recorded for this run is 0.
- On the final layout, the worst hold slack is 0.659 ns.
- Headroom to the max-slew limit :: 0.874
- Final setup violation count :: 2
- Worst setup margin :: -0.143 ns
- The final max-slew violation count recorded for this run is 0.
- Final Skew :: 0 ns
- Slew @ Worst Pin :: 0.188 ns

** Worst setup path
- The largest single stage delay on the critical path is 0.31 ns.
- Biggest fanout along the worst timing path :: 2
- Startpoint kind of the worst setup timing path :: flop
- Nature of the critical path endpoint :: primary output
- Crit path DRT :: 0.80 ns
- In this design, the largest share of critical-path delay is due to flip-flops.
- Per the post-run analysis, buffers plus inverters along the critical path come to 1.
- Slowest cell on the critical path :: sky130_fd_sc_hd__dfxtp_2
- For reference, the most critical setup path is categorized as flop to primary output.
- Cells along the critical path :: buf_2
- CP Data Arrival Time :: 0.94 ns

** Power
- Looking at the VDD voltage map, the peak drop is 140 uV.
- The leakage component of the power was reported as 0.000117 uW.
- The share of total power dissipated in sequential elements is 0.450.
- Of the total power, combinational logic draws 0.464.
- Switching power :: 39.2 uW
- Fraction of power consumed by the clock network :: 0.086
- Of the total power, the share spent switching nets is 0.241.
- Total power divided by cell area :: 528 nW/um^2
- The power report lists cell-internal power as 123 uW.

** Floorplan
- The floorplan step set the die height to 80 um.
- Die X-Extent :: 80 um
- I/O pin cnt :: 8
- Number of placement rows :: 21
- Area of the die :: 6400 sq um
- Core area :: 3420 sq um
- The share of the core area taken by cells at floorplan is 0.0586.

** Final layout
- Non-filler instance count after layout :: 71
- Layout overhead on the synthesized area :: 53.7%
- Fraction of the core area covered by cells at the end of the flow :: 0.0901
- Summed area of non-filler cells in the final layout :: 308 sq um
- Share of final-layout standard cells stronger than drive strength 1 :: 0.280

** Route
- Initial DRC Count :: 4
- Drc violations :: 0
- Routed vias/inst :: 1.73
- The final route contains 123 vias.
- In this run the remaining antenna-violating nets after routing total 0.
- Per the detail_route report, inserted antenna diodes total 0.
- The first detailed-routing pass took 3 iterations.
- For this block, the routed nets add up to 405 um of wire.
- Wire per inst :: 5.70 um

** Placement
- Final Wtd Congestion :: 0.721
- DP Cell Count :: 71
- Final HPWL DP :: 348 um
- Prior to clock tree synthesis, the placed netlist has a worst setup slack of -0.574 ns.
- Port Buffers :: 7
- Placement-stage cell area :: 314 sq um

** Status
- The flow ran to the end, but the final reports show violations.
- Violated checks :: setup timing

** Global routing
- Pin count of the biggest net entering global routing :: 5
- Congestion Overflow GR :: 0
- The number of global-route vias before repair is 107.
- Across every metal layer, demand over resource in global routing totals 0.0113.
- The number of antenna violations at the first check in global routing came to 0.
- The first global-routing pass estimated 586 um of wire.

** Min path
- The path class of the tightest hold or removal check is flop to flop.

** Run
- Number of logged tool warnings :: 32
- Per the run summary, max-cap violations total 0.
==> power groups by stage <==
| stage | clock network [uW] | registers, uW | logic [uW] |
|---|---|---|---|
| CTS | 12.5 | 73.5 | 74.1 |
| global route | 16.1 | 74.3 | 83.1 |
| finish | 14.0 | 73.1 | 75.5 |
==> repair_timing <==
action / in CTS / in global routing
resized: 11 / 2
endpoints found under the setup margin: 2 / 2
pin swaps: 2 / 1
==> layout make-up <==
class	instances	area (sq um)
Fill cell	404	3110
Multi-Input combinational cell	11	88.8
Sequential cell	4	81.3
Timing Repair Buffer	9	76.3
Tap cell	46	57.6
Clock inverter	1	3.75
==> cell families (layout without fill, tap and decap cells) <==
kind of cell              count (synthesis)  count (layout)  synth area share
xor gates and xnor gates                  7               7             0.306
buffers and inverters                     5              10             0.169
DFF                                       4               4             0.400
and+or+nand+nor                           4               4             0.125
==> registers in the layout, indices dropped and copies added, names as in the netlist <==
signal / flops
T2.q: 1
T4.q: 1
T3.q: 1
T1.q: 1
==> cell usage in the layout (no fill, tap or decap), types with 2 or more instances in the layout <==
cell type	count
sky130_fd_sc_hd__xor2_1	4
sky130_fd_sc_hd__buf_2	2
sky130_fd_sc_hd__and2_1	3
sky130_fd_sc_hd__dfxtp_1	3
sky130_fd_sc_hd__buf_4	2
sky130_fd_sc_hd__clkdlybuf4s50_1	4
sky130_fd_sc_hd__xnor2_1	3
==> synthesized netlist by cell type <==
cell                      n
sky130_fd_sc_hd__and2_1   4
sky130_fd_sc_hd__xnor2_1  3
sky130_fd_sc_hd__inv_1    1
sky130_fd_sc_hd__buf_4    4
sky130_fd_sc_hd__dfxtp_1  4
sky130_fd_sc_hd__xor2_1   4
==> final timing paths <==
kind	from	end	slack [ns]	cells after the start
max	T1.q	y[0]	-0.14	1
max reg2reg	T1.q	T1.q	0.17	3
min	T1.q	T1.q	0.66	3
min reg2reg	T1.q	T1.q	0.66	3
==> through the flow <==
stage / TNS, ns / power (uW)
after floorplan: -0.184 / 128
after global placement: -1.05 / 162
after detailed placement: -1.05 / 163
after CTS: -0.305 / 160
after global routing: -0.311 / 173
final: -0.280 / 163
==> routing by layer <==
| metal | vias up | global-route usage | wire length, um |
|---|---|---|---|
| li1 | 66 | - | - |
| met1 | 49 | 0.0193 | 253 |
| met2 | 8 | 0.0104 | 81 |
| met3 | 0 | 0.00795 | 71 |
| met4 | 0 | 0 | 0 |
| met5 | - | 0 | 0 |
No activity file was given, so power comes from the tool's default toggle rates.
